**./design.v**
```verilog
module DataMem #(parameter W=8, byte_count=256) (
    input               clk,
                        reset,
                        WriteEn,
                        Mem_to_Reg,
    input   [W-1:0]     DataAddress,
                        DataIn,
                        ALUResult,
    output logic[W-1:0] DataOut
    );
    logic [W-1:0] Core[byte_count-1:0];
    always_comb begin
        if(Mem_to_Reg)
            DataOut = Core[DataAddress];
        else
            DataOut = ALUResult;
    end
    always @(posedge clk) begin
		  if(WriteEn)
            Core[DataAddress] <= DataIn;
    end
endmodule
```
**./run.sh**
```bash
#!/bin/bash
# OpenROAD 26Q1-2900-gdf79404cd8, Yosys 0.63+post, stock flow scripts
make -C /OpenROAD-flow-scripts/flow DESIGN_CONFIG=/design/flow/config.mk WORK_HOME=/design/flow/orfs finish
```
**./config.mk**
```make
export PLATFORM = sky130hd
export DESIGN_NAME = DataMem
export DESIGN_NICKNAME = DataMem
export VERILOG_FILES = /design/flow/design.v
export SDC_FILE = /design/flow/constraint.sdc
export NUM_CORES = 4
export LEC_CHECK = 1
export CORE_UTILIZATION = 40
```
**./constraint.sdc**
```tcl
current_design DataMem

set clk_period 9.5
set clk_io_pct 0.2

create_clock -name clk0 -period $clk_period [get_ports {clk}]

set non_clock_inputs [all_inputs -no_clocks]
set_input_delay [expr $clk_period * $clk_io_pct] -clock clk0 $non_clock_inputs
set_output_delay [expr $clk_period * $clk_io_pct] -clock clk0 [all_outputs]
```
==> results.md <==
| Group | Parameter | Value |
| --- | --- | --- |
| clock tree | TritonCTS clock tree | yes |
| finish | Most common library cell in the layout ignoring fill and taps | sky130_fd_sc_hd__edfxtp_1 |
| power | Portion of total power attributed to combinational logic | 0.050 |
| floorplan | Number of placement rows | 163 |
| synthesis | FFs w/ async S/R, synth | 0 |
| worst setup path | Number of logic stages on the critical path including buffering | 10 |
| finish | Final Instance Count excl. Fillers | 6,829 |
| global routing | Number of antenna violations at the first check in global routing | 2 |
| run | Reported max-cap violation count | 0 |
| power | Clock network fraction of design power | 0.412 |
| finish | Largest reg by FF count | Core |
| synthesis | Max-area cell share | 0.770 |
| placement | Area of placed instances | 84,000 µm² |
| power | Fraction of power consumed by sequential logic | 0.538 |
| synthesis | Total cells reported by yosys after synthesis | 3,790 |
| finish | Syn-to-layout area delta | 13.2% |
| finish | Flip-flop count of the largest register, all copies and words added | 2,048 |
| route | Violation count after the first detailed-routing iteration | 2,327 |
| worst setup path | Type of origin of the critical path | input pin |
| worst setup path | Crit end category | output pin |
| run | Stage-log warning count | 27 |
| floorplan | Initial standard-cell utilization of the core | 0.404 |
| route | Total number of vias | 38,600 |
| global routing | Number of global-route vias before repair | 41,900 |
| synthesis | Dominant cell type by area after synthesis | sky130_fd_sc_hd__edfxtp_1 |
| synthesis | Synthesized area per cell | 21.1 µm² |
| power | Fraction of power spent switching nets | 0.214 |
| power | Pwr per Cell Area | 205 nW/µm² |
| synthesis | Synthesized area | 79,900 µm² |
| sta | Actual slew at the worst max-slew pin | 1.14 ns |
| placement | HPWL after detailed placement | 123,000 µm |
| finish | Utilization after layout | 0.457 |
| floorplan | Die height | 449 µm |
| worst setup path | Cells along the critical path | buf_8 > buf_4 > buf_4 > mux4_2 > nor3b_1 > a21oi_1 > o21ai_0 > nor4b_1 > a21oi_1 > clkdlybuf4s50_1 |
| placement | Placed Instances | 6,445 |
| global routing | Pin count of the biggest net entering global routing | 87 |
| status | Result of the run | finished clean |
| synthesis | Yosys synthesis chip area | 79,900 µm² |
| route | Avg Vias per Cell | 5.66 |
| synthesis | Registers, synthesis | 2,048 |
| worst setup path | Slowest stage cell on the critical path | sky130_fd_sc_hd__nor4b_1 |
| synthesis | Number of enable flip-flop cells | 2,048 |
| sta | Sum of negative setup slack | 0 ns |
| floorplan | Die width | 449 µm |
| finish | Top library cells by usage in the layout, fill and taps aside | 2,048 x sky130_fd_sc_hd__edfxtp_1, 469 x sky130_fd_sc_hd__mux4_2, 278 x sky130_fd_sc_hd__nor2_1, 210 x sky130_fd_sc_hd__mux2i_1, 205 x sky130_fd_sc_hd__clkbuf_16 |
| clock tree | Post-cts resize count | 0 |
| global routing | Congestion Overflow GR | 0 |
| placement | Number of I/O port buffers | 34 |
| sta | Unrepaired setup endpoints after global routing | no |
| min path | Count of cells along the worst hold path | 1 |
| placement | Routability Congestion | 0.908 |
| min path | Worst Hold Path EP | Core[146][5] |
| clock tree | Clock transition time at the flip-flop clock pins of the worst setup and hold paths | 0.06 ns |
| sta | Number of slew-limit violations in the final report | 0 |
| min path | Worst min-delay path class | input pin to flop |
| sta | Portion of the clock cycle consumed by the worst path in the final layout | 0.879 |
| synthesis | Number of unique standard cell types used by synthesis | 59 |
| worst setup path | Arrival time at the worst endpoint | 6.45 ns |
| clock tree | Setup Fix Bufs, Post-CTS | 0 |
| floorplan | Number of top-level pins | 36 |
| power | Cell-internal power | 0.0146 W |
| worst setup path | Max Fanout on Critical Path | 52 |
| floorplan | Die footprint | 201,000 µm² |
| worst setup path | Req. time, crit path | 7.60 ns |
| worst setup path | Sum of buffers and inverters on the critical path | 4 |
| synthesis | Main flop type | sky130_fd_sc_hd__edfxtp_1 |
| sta | Max transition margin | 0.241 |
| finish | Proportion of layout cells with a drive suffix above 1 | 0.235 |
| clock tree | CTS Buf Count | 203 |
| sta | Highest achievable clock rate | 120 MHz |
| route | Iteration tally of the first detailed-router pass | 5 |
| min path | Hold_sp | DataIn[5] |
| sta | Min cycle time layout | 8.35 ns |
| power | Leakage | 28.1 nW |
| clock tree | Clock Tree Buf Depth | 3 |
| synthesis | Number of cells produced by synthesis | 3,790 |
| sta | Final hold violation count | 0 |
| synthesis | Main area contributors | sky130_fd_sc_hd__edfxtp_1 77%, sky130_fd_sc_hd__mux4_2 13%, sky130_fd_sc_hd__mux2i_1 2.6% |
| route | Final Routed Wirelength | 199,000 µm |
| clock tree | H-tree depth reported by CTS | 4 |
| worst setup path | Max stage delay on crit path | 0.77 ns |
| worst setup path | Critical path type | input pin to output pin |
| route | Number of nets still failing antenna checks after routing | 0 |
| power | Net switching power | 0.00396 W |
| route | Routed len/inst | 29.2 µm |
| global routing | Overall routing resource usage | 0.220 |
| worst setup path | Kind of cell adding the most delay to the critical path | buffers and inverters |
| clock tree | Count of hold-fix buffers inserted at cts | 0 |
| sta | Finish-stage setup viols | 0 |
| power | IR Drop Worst-Case VDD | 161 µV |
| clock tree | TritonCTS Sinks | 2,048 |
| global routing | Global-route wire length before repair | 290,000 µm |
| synthesis | Part of the Yosys area used for sequential elements | 0.770 |
| floorplan | CORE AREA | 198,000 µm² |
| finish | Registers with the most flip-flops | Core: 2048 flops |
| route | Remaining design rule violation count | 0 |
| synthesis | Yosys warnings | 1 |
| finish | Non-Filler Cell Area, Final | 90,400 µm² |
| sta | Post-Route Hold Slack | 1.60 ns |
| clock tree | Root buffer cell | sky130_fd_sc_hd__clkbuf_16 |
cell families (layout without fill, tap and decap cells):
group / count (synthesis) / count (layout) / share of synthesized area
AND/OR/NAND/NOR: 536 / 536 / 0.0291
flip-flops: 2048 / 2048 / 0.770
multiplexers: 684 / 684 / 0.159
buffers and inverters: 238 / 629 / 0.0166
other: 0 / 8 / 0
AND-OR/OR-AND: 284 / 284 / 0.0251
cell type report:
cell class / instances / area [µm²]
Antenna cell: 8 / 20.0
Clock buffer: 250 / 5300
Clock inverter: 126 / 1070
Fill cell: 16300 / 107000
Inverter: 10 / 40.0
Multi-Input combinational cell: 1504 / 17100
Sequential cell: 2048 / 61500
Tap cell: 2640 / 3300
Timing Repair Buffer: 243 / 2070
metrics by stage:
stage / total power (W) / setup WS [ns]
3_5_place_dp: 0.0111 / 1.35
6_report: 0.0185 / 1.15
3_3_place_gp: 0.0111 / 1.34
5_1_grt: 0.0191 / 0.946
4_1_cts: 0.0187 / 1.33
2_1_floorplan: 0.0107 / 3.76
worst max path at each step:
stage         slack, ns    endpoint            from
CTS                1.33  DataOut[6]  DataAddress[3]
global route       0.95  DataOut[6]  DataAddress[3]
finish             1.15  DataOut[6]  DataAddress[1]
power groups by stage:
stage         sequential [W]  clock, W  combinational, W
finish               0.00996   0.00764          0.000925
global route         0.00996   0.00811          0.000993
CTS                  0.00996   0.00777          0.000933
synth_stat cells, types with 4 or more instances:
cell type and number:
sky130_fd_sc_hd__a211oi_1 10, sky130_fd_sc_hd__a21boi_0 5, sky130_fd_sc_hd__a21oi_1 31, sky130_fd_sc_hd__a221oi_1 9, sky130_fd_sc_hd__a22oi_1 77, sky130_fd_sc_hd__a31oi_1 12, sky130_fd_sc_hd__a32oi_1 9, sky130_fd_sc_hd__a41oi_1 6
sky130_fd_sc_hd__and3_1 9, sky130_fd_sc_hd__buf_1 9, sky130_fd_sc_hd__buf_2 58, sky130_fd_sc_hd__buf_4 44, sky130_fd_sc_hd__buf_6 23, sky130_fd_sc_hd__clkbuf_1 91, sky130_fd_sc_hd__clkinv_1 4, sky130_fd_sc_hd__edfxtp_1 2048
sky130_fd_sc_hd__inv_1 6, sky130_fd_sc_hd__mux2_2 5, sky130_fd_sc_hd__mux2i_1 210, sky130_fd_sc_hd__mux4_2 469, sky130_fd_sc_hd__nand2_1 109, sky130_fd_sc_hd__nand2b_1 11, sky130_fd_sc_hd__nand3_1 50, sky130_fd_sc_hd__nand4_1 18
sky130_fd_sc_hd__nor2_1 279, sky130_fd_sc_hd__nor2b_1 8, sky130_fd_sc_hd__nor3_1 24, sky130_fd_sc_hd__nor4_1 9, sky130_fd_sc_hd__o2111ai_1 5, sky130_fd_sc_hd__o211ai_1 7, sky130_fd_sc_hd__o21ai_0 24, sky130_fd_sc_hd__o221ai_1 13
sky130_fd_sc_hd__o22ai_1 54, sky130_fd_sc_hd__o2bb2ai_1 4
routing by layer:
layer  track usage  part of all wire  up-vias
met1         0.278              0.33    19800
met3         0.162              0.17      303
met5       0.00852            0.0012        -
met2         0.314              0.47     2216
li1              -                 -    16300
met4        0.0599             0.032        6
Power figures rest on the tool's default switching activity, not on a simulated workload.
