===== config.mk =====
export PLATFORM = sky130hd
export DESIGN_NAME = IF
export DESIGN_NICKNAME = IF
export VERILOG_FILES = /design/flow/design.v
export SDC_FILE = /design/flow/constraint.sdc
export NUM_CORES = 4
export LEC_CHECK = 1
export CORE_AREA = 10 10 72 72
export DIE_AREA = 0 0 82 82

===== constraint.sdc =====
current_design IF

set clk_period 1.8
set clk_io_pct 0.2

create_clock -name clk0 -period $clk_period [get_ports {clk}]

set non_clock_inputs [all_inputs -no_clocks]
set_input_delay [expr $clk_period * $clk_io_pct] -clock clk0 $non_clock_inputs
set_output_delay [expr $clk_period * $clk_io_pct] -clock clk0 [all_outputs]

===== design.v =====
module IF(
    input        [7:0] Target,
    input              Branch,
                       Init,
                       Halt,
                       clk,
    output logic [7:0] PC
    );
    always @(posedge clk)
        if(Init)
            PC <= 0;
        else if(Halt)
            PC <= PC;
        else if(Branch)
            PC <= Target;
        else
            PC <= PC + 1;
endmodule

===== run.sh =====
#!/bin/bash
# OpenROAD 26Q1-2900-gdf79404cd8, Yosys 0.63+post, stock flow scripts
make -C /OpenROAD-flow-scripts/flow DESIGN_CONFIG=/design/flow/config.mk WORK_HOME=/design/flow/orfs finish

==> run summary <==
run metrics: H-tree levels 1, area leader, netlist dfxtp_1, Die X around 82 um, switching power 123 uW, Comb pwr share 0.194, top cells, area dfxtp_1, a31oi_1, a22oi_1, o21ai_1, nand2_1, Crit path buffers/inverters 1, vias per cell ~4.2, drt first pass iters 4, main logic family after synthesis simple AND/OR/NAND/NOR gates, initial DRC count 36, maximum root-to-sink buffer count 2, Final Critical Period approximately 1.6 ns, Crit Path Max Fanout 9, Leakage around 0.00027 uW, CTS buffer count 3, reg2reg start PC[0], Reg clk slew, reported paths ~0.04 ns, worst-path cell chain clkdlybuf4s50_1, fmax roughly 630 MHz, switch share 0.235, CP endpoint kind output port, Placeable Area 3690 sq um, number of global-route vias before repair approximately 510, CTS root buffer clkbuf_8, slowest CP cell clkdlybuf4s50_1, antenna-violating nets left 0, Post-Syn Area just over 500 sq um, area reported by Yosys stat around 520 sq um, post-cts sizing count 0, cts hold-fix bufs 0, crit path from PC[3], Die H 82 um, count of different cell masters after synthesis 31, Area growth, synth to finish 55.8%, CP arrival around 1.2 ns, count of final setup violators 0, Flop pwr share 0.395, Cell Pwr Density 648 nW/um^2, Critical R2R Capture PC[2], DRC 0, Ports 20, min-delay worst type register to register, Max-Cap Viols 0, Max Clock Skew 0.000408 ns, family with the most delay on the worst path buffers and inverters, Mux area share 0.0411, Final Hold Viols 0, WHS 0.565 ns, worst-margin pin slew 0.381 ns, Critical Path Max Stage Delay 0.54 ns, Most flops, register PC, share of post-route cells with drive strength above 1 0.0714, ys cells ~65, FP Util 0.140, Mapped Cells 65, Critical Path Start Type register, chip footprint 6720 sq um, clock network power share 0.411, pin count of the biggest net entering global routing 20, Yosys Warn Count 1, P_int between 400 and 500 uW, clock latency (worst-skew pair) between 0.2 and 0.25 ns, XOR/XNOR Area Share 0, Tot GR Track Use 0.0474, Synthesized registers 8, initial antenna violation count 0, Wirelength per Cell 11.8 um, relative slew slack 0.745, Synth Seq Share 0.309, CTS tree built, clk sinks 8, filler cell count 424, Synth Area in Simple Gates 0.287, Worst Hold Launch PC[6], CP Class register to output port, Max-area cell share 0.309, syn avg cell area roughly 8.0 sq um, Worst Path Required ~1.4 ns, grt total ovfl 0, final cycle utilization of the critical path 0.886, RSZ-0062 raised after global routing no, IO buf count 19, tool warning count 25, R2R Setup Slk approximately 0.38 ns, ao+oa area frac 0.273, RD Place Congestion slightly below 0.8, setup TNS 0 ns, adder-cell share of the synthesized area 0.0242, num rows 22, worst reg-to-reg path cell count 4, first-pass GRT wire length 2.53 mm, WL final around 1.6 mm, status finished, final reports clean, vias ~560, hpwl dp 1.20 mm, # diodes 0, max reg flops 8, Setup Fix Bufs, Post-CTS 0, Slew Limit Fails 0, Worst path depth 1, Top Registers PC x8, peak supply drop between 0.3 and 0.4 mV, CP endpoint PC[3]
-- worst min path at each step --
stage | to | slack (ns) | cells after the start
5_1_grt | PC[6] | 0.62 | 2
4_1_cts | PC[6] | 0.56 | 2
6_report | PC[6] | 0.57 | 2
-- layer usage --
metal | track usage | vias up | wire length (um)
met2 | 0.0658 | 20 | 642
li1 | - | 285 | -
met5 | 0 | - | 0
met4 | 0.00170 | 0 | 5
met3 | 0.0297 | 2 | 156
met1 | 0.0640 | 253 | 755
-- cell families after synthesis --
logic type,Yosys count
AOI/OAI and AO/OA,21
adders and majority gates,1
buffers and inverters,6
DFF,8
muxes,2
and+or+nand+nor,27
-- power groups by stage --
stage | registers [uW] | logic (uW) | clock network [uW]
6_report | 207 | 101 | 215
4_1_cts | 207 | 103 | 218
5_1_grt | 210 | 111 | 228
-- layout by cell type, fill, tap and decap left out, drive strengths merged, types with 2 or more instances in the layout --
master,netlist,layout
a22oi,3,3
a31oi,4,4
and2b,2,2
buf,5,2
clkbuf,0,3
clkdlybuf4s50,0,19
dfxtp,8,8
nand2,5,5
nand3,3,3
nand4,2,2
nor2,4,4
nor2b,3,3
nor3,2,2
o21ai,7,7
or3,2,2
-- synthesized netlist by cell type --
cell	number
o41a_1	1
mux2_1	1
ha_1	1
nand4_1	2
a21o_1	1
and2b_4	1
o21ai_1	4
inv_1	1
or3b_1	1
a211oi_1	1
a21oi_1	1
buf_2	3
nor2_1	4
dfxtp_1	8
buf_4	2
a22oi_1	3
nor3b_1	1
and3_1	1
and2b_1	1
nand2_1	5
nor3_1	2
or2_1	1
nor2b_1	3
o31a_1	1
mux2i_1	1
nand3_1	3
o21ai_0	3
or3_1	2
a31oi_1	4
a311o_1	1
o221ai_1	1
-- layout make-up --
class	count	area [sq um]	area share
Sequential cell	8	160	0.198
Timing Repair Buffer	21	218	0.270
Tap cell	48	60.1	0.0744
Multi-Input combinational cell	51	324	0.402
Inverter	1	3.75	0.00465
Clock buffer	3	41.3	0.0512
-- per-stage QoR --
stage | util | power, uW | setup slack (ns) | instance area [sq um] | cells
6_report | 0.219 | 523 | 0.205 | 807 | 132
5_1_grt | 0.219 | 549 | 0.148 | 807 | 132
3_3_place_gp | 0.208 | 310 | 0.0996 | 766 | 129
3_5_place_dp | 0.208 | 311 | 0.0846 | 766 | 129
4_1_cts | 0.219 | 528 | 0.203 | 807 | 132
2_1_floorplan | - | 250 | 0.532 | 518 | 65
Power figures rest on the tool's default switching activity, not on a simulated workload.
