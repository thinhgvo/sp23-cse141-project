## /design/flow/config.mk

```make
export PLATFORM = sky130hd
export DESIGN_NAME = reg_f
export DESIGN_NICKNAME = reg_f
export VERILOG_FILES = /design/flow/design.v
export SDC_FILE = /design/flow/constraint.sdc
export NUM_CORES = 4
export LEC_CHECK = 1
export CORE_UTILIZATION = 50
```

## /design/flow/constraint.sdc

```tcl
current_design reg_f

set clk_period 6.6
set clk_io_pct 0.2

create_clock -name clk0 -period $clk_period [get_ports {clk}]

set non_clock_inputs [all_inputs -no_clocks]
set_input_delay [expr $clk_period * $clk_io_pct] -clock clk0 $non_clock_inputs
set_output_delay [expr $clk_period * $clk_io_pct] -clock clk0 [all_outputs]
```

## /design/flow/design.v

```verilog
module reg_f #(parameter W = 8, D = 4) (
    input           clk,
                    reset,
                    ALU_Src,
                    RegWrite,
                    LUT_Src,
    input   [D-1:0] raddr,
    input   [W-1:0] writeValue,
                    Target,
    output  [W-1:0] InsnOperand,
                    ReadA,
                    ReadB
    );
    logic [W-1:0] registers[2**D];
    assign InsnOperand = registers[raddr];
    assign ReadA       = registers[0];
    assign ReadB       = registers[1];
    always_ff @(posedge clk) begin
        if(reset == 1)
            for(int i = 0; i < 2**D; i++)
                registers[i] <= 0;
        else if(RegWrite == 1) registers[raddr] <= ReadA;
        else if(ALU_Src  == 1) registers[0]     <= writeValue;
        else if(LUT_Src  == 1) registers[0]     <= Target;
    end
endmodule
```

## /design/flow/run.sh

```bash
#!/bin/bash
# OpenROAD 26Q1-2900-gdf79404cd8, Yosys 0.63+post, stock flow scripts
make -C /OpenROAD-flow-scripts/flow DESIGN_CONFIG=/design/flow/config.mk WORK_HOME=/design/flow/orfs finish
```

==> run_summary.xml <==
<?xml version="1.0" encoding="UTF-8"?>
<metrics>
  <group name="logic_synthesis">
    <metric name="ys_seq_frac" unit="">0.642</metric>
    <metric name="avgSynthCellArea" unit="µm²">15.4</metric>
    <metric name="yosys_cells" unit="">389</metric>
    <metric name="post_synth_main_area_contributors" unit="">sky130_fd_sc_hd__edfxtp_1 (64%), sky130_fd_sc_hd__and2_1 (13%), sky130_fd_sc_hd__mux4_2 (11%), sky130_fd_sc_hd__a22oi_1 (3.0%), sky130_fd_sc_hd__mux4_1 (1.8%)</metric>
    <metric name="synth_area_leader_cell" unit="">sky130_fd_sc_hd__edfxtp_1</metric>
    <metric name="syn-cell-area" unit="mm²">0.00599</metric>
    <metric name="ys_chip_area" unit="mm²">0.00599</metric>
    <metric name="post-synth-top-area-fraction" unit="">0.642</metric>
    <metric name="synth.ff_latch_count" unit="">128</metric>
    <metric name="syn_inst" unit="">389</metric>
    <metric name="synth_cell_types" unit="">22</metric>
    <metric name="synth_warn" unit="">1</metric>
  </group>
  <group name="hold_path">
    <metric name="worstHoldEndpoint" unit="">registers[1][0]$_SDFFCE_PN0P_</metric>
    <metric name="hp-start" unit="">registers[0][0]$_SDFFCE_PN0P_</metric>
    <metric name="min_delay_path_depth" unit="">2</metric>
    <metric name="hold_path_class" unit="">reg2reg</metric>
  </group>
  <group name="setup_path">
    <metric name="reg2reg_depth" unit="">1</metric>
    <metric name="critical_path_required" unit="ns">5.28</metric>
    <metric name="worst_setup_path_category" unit="">in2out</metric>
    <metric name="cpLargestDelayFamily" unit="">buffers and inverters</metric>
    <metric name="worst-path-max-fanout" unit="">24</metric>
    <metric name="worstPathBufferInverterCount" unit="">3</metric>
    <metric name="reg2reg_to" unit="">registers[4][3]$_SDFFCE_PN0P_</metric>
    <metric name="worst_setup_path_startpoint" unit="">raddr[0]</metric>
    <metric name="critical_path.reg2reg.startpoint" unit="">registers[0][3]$_SDFFCE_PN0P_</metric>
    <metric name="worst_setup_path_end_kind" unit="">output port</metric>
    <metric name="cp_data_arrival_time" unit="ns">3.60</metric>
    <metric name="critPathSlowestCell" unit="">sky130_fd_sc_hd__mux4_1</metric>
    <metric name="worst-r2r-setup-slack" unit="ns">5.41</metric>
    <metric name="timing.critical_path.slowest_cell_delay" unit="ns">0.63</metric>
    <metric name="crit_path_start_kind" unit="">input port</metric>
    <metric name="timing.critical_path.cells" unit="">buf_2, buf_4, mux4_1, a22oi_1, nand2_1, clkdlybuf4s50_1</metric>
  </group>
  <group name="floorplan">
    <metric name="chipArea" unit="mm²">0.0124</metric>
    <metric name="rows" unit="">39</metric>
    <metric name="die_y" unit="µm">111</metric>
    <metric name="num_io_pins" unit="">49</metric>
    <metric name="fp.dieW" unit="µm">111</metric>
    <metric name="core_area" unit="mm²">0.0116</metric>
    <metric name="initial_core_util" unit="">0.518</metric>
  </group>
  <group name="clocking">
    <metric name="ctsHoldBuffers" unit="">0</metric>
    <metric name="cts_setup_buffers" unit="">0</metric>
    <metric name="cts_root_buf" unit="">sky130_fd_sc_hd__clkbuf_16</metric>
    <metric name="cts.repair.resized" unit="">0</metric>
    <metric name="clkTransAtPathRegs" unit="ns">0.05</metric>
    <metric name="cts_buffer_depth" unit="">2</metric>
    <metric name="cts.sinks" unit="">128</metric>
    <metric name="cts-buffers-inserted" unit="">17</metric>
    <metric name="clock_tree.htree_level_count" unit="">4</metric>
    <metric name="clock_tree_from_tritoncts" unit="">done</metric>
    <metric name="worstSkewPairLatency" unit="ns">0.41</metric>
  </group>
  <group name="sta">
    <metric name="fin_crit_sh" unit="">0.746</metric>
    <metric name="grt_setup_unrepaired" unit="">false</metric>
    <metric name="timing.setup.tns" unit="ns">0</metric>
    <metric name="tightestPinTransition" unit="ns">0.784</metric>
    <metric name="achievable-frequency" unit="MHz">203</metric>
    <metric name="finalHoldWorstSlack" unit="ns">0.792</metric>
    <metric name="worst_slew_margin_rel" unit="">0.476</metric>
    <metric name="final_period_minus_worst_setup_slack" unit="ns">4.92</metric>
    <metric name="timing.clock.skew" unit="ns">0.00377</metric>
    <metric name="timing.final.setup_violations" unit="">0</metric>
    <metric name="finalMaxSlewViolations" unit="">0</metric>
    <metric name="layout_setup_ws" unit="ns">1.68</metric>
    <metric name="final-hold-violation-count" unit="">0</metric>
  </group>
  <group name="run">
    <metric name="drv_cap" unit="">0</metric>
    <metric name="warnings" unit="">25</metric>
  </group>
  <group name="detailed_routing">
    <metric name="post_drt_via_cell_ratio" unit="">5.67</metric>
    <metric name="first_iter_violations" unit="">192</metric>
    <metric name="drt_first_pass_iters" unit="">23</metric>
    <metric name="wire_per_inst" unit="µm">22.4</metric>
    <metric name="route.final.wire_length" unit="mm">13.3</metric>
    <metric name="antenna_cells" unit="">0</metric>
    <metric name="vias" unit="">3360</metric>
    <metric name="ant_nets" unit="">0</metric>
    <metric name="drc" unit="">0</metric>
  </group>
  <group name="finish">
    <metric name="final_layout_top_logic_cells" unit="">sky130_fd_sc_hd__edfxtp_1 (128), sky130_fd_sc_hd__and2_1 (121), sky130_fd_sc_hd__clkdlybuf4s50_1 (47), sky130_fd_sc_hd__mux4_2 (28), sky130_fd_sc_hd__a22oi_1 (24)</metric>
    <metric name="layout_top_registers" unit="">registers x128</metric>
    <metric name="area_delta_synth_final" unit="%">19.6</metric>
    <metric name="top_register" unit="">registers</metric>
    <metric name="final_layout_size_suffix_gt1_frac" unit="">0.187</metric>
    <metric name="largest_register_ffs" unit="">128</metric>
    <metric name="layout_top_cell_excl_fill_tap" unit="">sky130_fd_sc_hd__edfxtp_1</metric>
    <metric name="postLayoutCoreUtil" unit="">0.619</metric>
    <metric name="n_fill_cell" unit="">832</metric>
  </group>
  <group name="pwr">
    <metric name="ir_worst_vdd" unit="mV">0.176</metric>
    <metric name="total_power" unit="mW">2.03</metric>
    <metric name="power_density" unit="mW/mm²">283</metric>
    <metric name="static-leakage-power" unit="nW">2.66</metric>
  </group>
  <group name="grt">
    <metric name="grt_pass1_wl" unit="mm">20.8</metric>
    <metric name="grt_max_degree" unit="">39</metric>
    <metric name="antenna_found_initial" unit="">0</metric>
    <metric name="grt_use_met2" unit="">0.357</metric>
    <metric name="grt_pass1_vias" unit="">3625</metric>
    <metric name="overflow" unit="">0</metric>
    <metric name="grtUsageTotal" unit="">0.251</metric>
    <metric name="use_met1" unit="">0.399</metric>
    <metric name="top_usage_layer" unit="">met1</metric>
    <metric name="use_met3" unit="">0.137</metric>
  </group>
  <group name="run_status">
    <metric name="outcome" unit="">finished, final reports clean</metric>
  </group>
  <group name="place">
    <metric name="gp_congestion" unit="">0.811</metric>
    <metric name="post-place-ws" unit="ns">1.58</metric>
    <metric name="hpwlAfterDp" unit="mm">8.72</metric>
    <metric name="io_buffer_count" unit="">48</metric>
  </group>
</metrics>
==> stage by stage <==
stage	cell area [µm²]	cells
after floorplan	5990	389
after global placement	6560	563
after detailed placement	6560	563
after CTS	7160	593
after global routing	7160	593
final	7160	593
==> worst max path at each step <==
stage / to / slack, ns / cells after the start
after CTS: InsnOperand[6] / 1.59 / 6
after global routing: InsnOperand[2] / 1.48 / 6
final: InsnOperand[3] / 1.68 / 6
==> tightest hold or removal path: stages (launching register included) <==
cell	delay, ns
sky130_fd_sc_hd__edfxtp_1	0.31
sky130_fd_sc_hd__buf_4	0.22
sky130_fd_sc_hd__and2_1	0.15
==> where the power goes <==
part           internal (mW)  switching (mW)
clock network          0.623           0.321
logic                 0.0704          0.0694
registers              0.922          0.0237
==> final cells by class <==
cell class | instances | area (µm²) | area share
sequential | 128 | 3840 | 0.537
multi-input combinational | 237 | 2010 | 0.281
timing repair buffer | 55 | 528 | 0.0738
clock buffer | 18 | 429 | 0.0599
tap | 143 | 179 | 0.0250
clock inverter | 12 | 169 | 0.0236
==> layer usage <==
layer / routed length, µm / share of wire
met1: 5350 / 0.40
met2: 6240 / 0.47
met3: 1520 / 0.11
met4: 149 / 0.011
met5: 0 / 0
==> Yosys cell counts <==
master and count:
sky130_fd_sc_hd__or4b_4 1, sky130_fd_sc_hd__nor2_4 3, sky130_fd_sc_hd__mux4_1 4, sky130_fd_sc_hd__or2_2 16
sky130_fd_sc_hd__clkbuf_1 14, sky130_fd_sc_hd__buf_1 1, sky130_fd_sc_hd__nand2_1 9, sky130_fd_sc_hd__a22oi_1 24
sky130_fd_sc_hd__buf_2 4, sky130_fd_sc_hd__buf_4 2, sky130_fd_sc_hd__nand2b_1 2, sky130_fd_sc_hd__o21bai_1 1
sky130_fd_sc_hd__nor2_1 19, sky130_fd_sc_hd__and2_1 121, sky130_fd_sc_hd__nand4b_1 1, sky130_fd_sc_hd__buf_6 2
sky130_fd_sc_hd__nand4bb_1 2, sky130_fd_sc_hd__nor2b_1 3, sky130_fd_sc_hd__nor3_1 3, sky130_fd_sc_hd__mux4_2 28
sky130_fd_sc_hd__buf_12 1, sky130_fd_sc_hd__edfxtp_1 128
==> logic make-up (layout without fill, tap and decap cells) <==
logic type,count (synthesis),in the layout,synth area share
flops,128,128,0.642
simple gates,180,180,0.182
compound gates,25,25,0.0313
mux,32,32,0.123
buf+inv,24,85,0.0224
Power and IR drop assume default switching activity.
